==> design.v <==
module axi_slave#(
	parameter data_len=256
)(
	input clk,
	input rstn,
	input key, 
	input        S_WLAST,  
	input [31:0] S_WDATA,  
	input        S_WVALID, 
	output    reg   S_WREADY, 
	output reg[31:0] R_WDATA  
);
	reg [2:0]Wstate;
	localparam R_init=3'd0,
			   Rdata_start=3'd1,
			   receive_last=3'd2;   
	always@(posedge clk or negedge rstn)begin
		if(!rstn)begin
			S_WREADY<=1'b0;
		end
		else if(key)
			S_WREADY<=1'b1;
		else if(S_WLAST)
			S_WREADY<=1'b0;
		else
			S_WREADY<=S_WREADY;
	end
	always@(posedge clk or negedge rstn)begin
		if(!rstn)begin
			Wstate<=R_init;
		end
		else begin
			case(Wstate)
				R_init:
					begin
						if(S_WREADY)
							begin
								Wstate<=Rdata_start;
							end
						else
							Wstate<=R_init;
					end
				Rdata_start:
					begin
						if(S_WREADY&S_WVALID) 
							begin
								R_WDATA<=S_WDATA;
								Wstate<=Rdata_start;
							end
						else if(S_WLAST)
							begin
								R_WDATA<=32'd0;
								Wstate<=receive_last;
							end
						else 
							begin
								R_WDATA<=32'd0;
								Wstate<=R_init;
							end							
					end
				receive_last:
					begin
						Wstate<=R_init;
					end
				default:
					Wstate<=R_init;
			endcase
		end
	end
endmodule
==> run.sh <==
#!/bin/bash
# OpenROAD 26Q1-2900-gdf79404cd8, Yosys 0.63+post, stock flow scripts
make -C /OpenROAD-flow-scripts/flow DESIGN_CONFIG=/design/flow/config.mk WORK_HOME=/design/flow/orfs finish
==> config.mk <==
export PLATFORM = sky130hd
export DESIGN_NAME = axi_slave
export DESIGN_NICKNAME = axi_slave
export VERILOG_FILES = /design/flow/design.v
export SDC_FILE = /design/flow/constraint.sdc
export NUM_CORES = 4
export LEC_CHECK = 1
export CORE_AREA = 10 10 110 110
export DIE_AREA = 0 0 120 120
==> constraint.sdc <==
current_design axi_slave

set clk_period 2.3
set clk_io_pct 0.2

create_clock -name clk0 -period $clk_period [get_ports {clk}]

set non_clock_inputs [all_inputs -no_clocks]
set_input_delay [expr $clk_period * $clk_io_pct] -clock clk0 $non_clock_inputs
set_output_delay [expr $clk_period * $clk_io_pct] -clock clk0 [all_outputs]
==> results.cfg <==
; physical design summary
[grt]
first_global_vias = 1033
grt_max_degree = 36
groute.usage.overall_pct = 5.540
grt_first_pass_wirelength_um = 6230
gr-total-overflow = 0
grt_antenna_before_repair = 0

[drt]
drt-initial-drc-count = 38
antenna_cells = 0
drt-vias-per-instance = 3.371
antenna_left = 0
detail_route.drc_violations = 0
via_count = 981
drt_total_wl_um = 4107
average_wire_length_per_cell_after_detail_routing_um = 14.11
drt_pass1_iterations = 3

[clock_tree]
cts-resized-gates = 0
cts.root.buffer_cell = sky130_fd_sc_hd__clkbuf_8
cts_tree = built
clk_pin_slew_worst_paths_ns = 0.07
worstSkewPairLatency_ns = 0.28
clkSinkCount = 36
post-cts-setup-buffer-count = 0
cts-hold-fix-buffers = 0
cts-htree-levels = 2
cts_made_buffers = 5
cts_buffer_depth = 2

[worst_setup_path]
critPathLaunchType = flip-flop
worst-endpoint-arrival_ns = 1.22
timing.critical_path.fanout_max = 5
worstPathCellList = clkdlybuf4s50_1
critical_path_required_ns = 1.84
cp.buffers_inverters = 1
critPathCaptureType = output pin
crit_path_max_incr_delay_ns = 0.50
critical_path_class = reg2out
critical-path-slowest-cell = sky130_fd_sc_hd__clkdlybuf4s50_1
cpLargestDelayFamily = buffers and inverters

[placed_design]
dp_hpwl_um = 3071
postPlaceCellArea_um2 = 2233
placement.io_buffers = 69
gp_congestion = 0.7048

[sta]
post-route-period-util_pct = 72.94
max_clock_freq_mhz = 596.1
max-slew-margin-rel_pct = 79.64
setup_total_negative_slack_ns = 0
minimum_period_implied_by_the_final_worst_setup_slack_ns = 1.678
timing.final.max_slew_violations = 0
report.final.setup_viol = 0
hold_violations = 0
timing.clock.skew_ns = 0.001780
timing_worst_slew_pin_value_ns = 0.3053
rsz0062_at_grt = false

[run]
cap_violations = 0
log.warning_count = 25

[synthesis]
enable_flop_cells = 32
synth_cells = 85
synth.yosys.chip_area_um2 = 1389
synthDominantCellAreaShare_pct = 69.19
syn-cell-area_um2 = 1389
ys.flop_type = sky130_fd_sc_hd__edfxtp_1
synth_cell_type_count = 17
post_synth_seq_share_pct = 76.49
synthTopCellsByArea = sky130_fd_sc_hd__edfxtp_1 69%, sky130_fd_sc_hd__and3_1 12%, sky130_fd_sc_hd__dfrtp_1 5.4%
synthesis.yosys.warnings = 1
synthTopCellsByCount = 32 x sky130_fd_sc_hd__edfxtp_1, 27 x sky130_fd_sc_hd__and3_1, 5 x sky130_fd_sc_hd__and3_2
asyncSetResetFlopFracSynth_pct = 11.11
top_cell = sky130_fd_sc_hd__edfxtp_1
synthDominantAreaCellType = sky130_fd_sc_hd__edfxtp_1
synthesis.area_per_instance_um2 = 16.34
synth.yosys.num_cells = 85
yosys_register_bits = 36

[die]
core_area_um2 = 9774
std_cell_rows = 36
boundaryPins = 70
die_area_um2 = 14400
die_x_um = 120
fp_util_pct = 14.21
die_h_um = 120

[layout]
drive_above_1_share_pct = 11.39
fin_area_um2 = 2311
area_growth_pct = 66.40
fill_cells = 1035

[outcome]
outcome = completed

[power]
p_per_area_nw_per_um2 = 539.2
worst_ir_drop_vdd_mv = 0.2409
leakagePower_nw = 0.8612

[min_path]
timing.hold.worst.class = in2async
[path summary, 6_finish.rpt]
kind,start,end,slack (ns),cells past startpoint
max,S_WREADY$_DFFE_PN0P_,S_WREADY,0.62,1
min,rstn,Wstate[1]$_DFF_PN0_,0.38,1
max reg2reg,S_WREADY$_DFFE_PN0P_,R_WDATA[21]$_SDFFCE_PN0P_,1.12,2
min reg2reg,Wstate[1]$_DFF_PN0_,Wstate[0]$_DFF_PN1_,0.52,1
max in group asynchronous,rstn,Wstate[0]$_DFF_PN1_,1.68,1
min in group clk0,Wstate[1]$_DFF_PN0_,Wstate[0]$_DFF_PN1_,0.52,1
[report_power, final]
group | internal [W] | leakage [nW] | switching (W)
clock | 0.000206 | 0.0410 | 0.000218
sequential | 0.000712 | 0.324 | 0.00000198
combinational | 0.0000737 | 0.496 | 0.0000344
[cells by family (layout without fill, tap and decap cells)]
| group | count (synthesis) | after routing | share of synthesized area, % |
|---|---|---|---|
| compound gates | 4 | 4 | 2.072 |
| simple gates | 38 | 38 | 17.66 |
| flops | 36 | 36 | 76.49 |
| buf+inv | 7 | 80 | 3.783 |
[flip-flops by register name (all words and copies together), names as in the netlist]
register / flops
R_WDATA: 32
S_WREADY: 1
Wstate: 3
[layer usage]
layer  vias to the layer above  GRT usage (%)  part of all wire [%]
met3                         2          2.285                   8.6
met5                         -              0                     0
met1                       473          6.952                    43
met4                         0         0.5279                  0.32
li1                        465              -                     -
met2                        41          9.147                    48
[area by class of cell]
cell class / count / area [µm²] / share of cell area [%]
inverters: 1 / 3.754 / 0.1624
well taps: 133 / 166.4 / 7.201
multi-input cells: 42 / 275.3 / 11.91
clock buffers: 6 / 72.57 / 3.140
clock inverters: 1 / 5.005 / 0.2166
flip-flops and latches: 36 / 1062 / 45.97
repair buffers: 72 / 725.7 / 31.40
[cells in the final DEF, fill, tap and decap left out, types with 2 or more instances in the layout]
master                             n
sky130_fd_sc_hd__and3_1           27
sky130_fd_sc_hd__buf_4             2
sky130_fd_sc_hd__and3_2            5
sky130_fd_sc_hd__clkdlybuf4s50_1  69
sky130_fd_sc_hd__dfrtp_1           3
sky130_fd_sc_hd__a21oi_1           2
sky130_fd_sc_hd__edfxtp_1         32
sky130_fd_sc_hd__clkbuf_8          5
[stage by stage]
stage          power [W]  setup slack, ns  utilization [%]  hold WS (ns)  cells
5_1_grt         0.001314           0.5478            23.64        0.3725    291
4_1_cts         0.001273           0.5877            23.64        0.3734    291
6_report        0.001246           0.6225            23.64        0.3798    291
2_1_floorplan  0.0007664           0.6527                -        0.1644     85
3_3_place_gp   0.0008369           0.5444            22.85        0.4968    284
3_5_place_dp   0.0008398           0.5091            22.85        0.5016    284
Power and IR drop assume default switching activity.
