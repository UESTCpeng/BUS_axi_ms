==> flow/config.mk <==
export PLATFORM = sky130hd
export DESIGN_NAME = axi_master
export DESIGN_NICKNAME = axi_master
export VERILOG_FILES = /design/flow/design.v
export SDC_FILE = /design/flow/constraint.sdc
export NUM_CORES = 4
export LEC_CHECK = 1
export CORE_UTILIZATION = 40
==> flow/constraint.sdc <==
current_design axi_master

set clk_period 3.5
set clk_io_pct 0.2

create_clock -name clk0 -period $clk_period [get_ports {clk}]

set non_clock_inputs [all_inputs -no_clocks]
set_input_delay [expr $clk_period * $clk_io_pct] -clock clk0 $non_clock_inputs
set_output_delay [expr $clk_period * $clk_io_pct] -clock clk0 [all_outputs]
==> flow/design.v <==
module axi_master#(
	parameter data_len=256
)
(
	input clk,
	input rstn,
	input [31:0] DATA_IN,
	output reg[31:0] M_WDATA,
	output   reg     M_WLAST,
	output    reg    M_WVALID, 
	input         S_WREADY, 
   input BVALID,
   output reg BREADY
);
reg [2:0]Wstate;
localparam w_init=3'd0,
           wdata_start=3'd1,
		   write_last=3'd2;    
	reg [7:0] count;	
	always@(posedge clk or negedge rstn)begin
		if(!rstn)
			count<=8'd0;
		else if(Wstate==wdata_start)
					count<=count+1'b1;
		else 
			count<=8'b0;		
	end
	always@(posedge clk or negedge rstn)begin
		if(!rstn)begin
			 Wstate<=w_init;
			 M_WVALID<=1'b0;
			 M_WLAST<= 1'b0;
			 M_WDATA<=32'd0;
		end
		else begin
			case(Wstate)	 
			w_init:
				begin
					M_WVALID<=1'b0;
					M_WLAST<= 1'b0;
					if(S_WREADY)
						Wstate<=wdata_start;
					else
						Wstate<=w_init;	
				end
			wdata_start:
				begin
					M_WVALID<=1'b1;
					if(count ==8'd255)	
						begin
							M_WLAST<=1'b1;
							Wstate<=write_last;
						end
					else
						begin
							M_WDATA<=DATA_IN;
							M_WLAST<=1'b0;	
							Wstate<=wdata_start;
						end		
				end
			write_last:
					begin
						M_WLAST<=1'b0;
						Wstate<=w_init;
					end		
			default
				Wstate<=w_init;						
			endcase
		end
	end
endmodule
==> flow/run.sh <==
#!/bin/bash
# OpenROAD 26Q1-2900-gdf79404cd8, Yosys 0.63+post, stock flow scripts
make -C /OpenROAD-flow-scripts/flow DESIGN_CONFIG=/design/flow/config.mk WORK_HOME=/design/flow/orfs finish
==> impl_metrics.toml <==
# implementation run metrics
[detailed_routing]
wl_met3_um = 244
wl_met1_um = 1430
drc_errors = 0
dr.pass1.iters = 2
antenna_cells_inserted = 0
wl_per_cell_um = 13.50
met2_length_um = 1552
wirelength_um = 3295
via_per_inst = 4.844
antenna_left = 0
drtIter0Drc = 45
via_count = 1182
topRoutingLayerUsed = "met4"

[logic_synthesis]
edf_count = 0
yosysSeqAreaShare_pct = 63.90
synth_flops = 45
synth-warning-count = 2
synth.top_cell.area_share_pct = 62.41
synthArstFlopShare_pct = 100.0
synthCells = 120
synth.distinct_cells = 27
avgSynthCellArea_um2 = 14.70
syn_area_um2 = 1764
netlist_top_cells_count = "dfrtp_1, mux2_2, nor2_1"
yosys.area.top_type = "dfrtp_1"
ys_chip_area_um2 = 1764
flop_cell = "dfrtp_1"
ys_cells = 120
top_cell = "dfrtp_1"
topCellsByArea = "dfrtp_1, mux2_2, buf_6"

[pwr]
switching_power_mw = 0.1919
internal-power_mw = 0.7925
pwr-share-comb_pct = 9.8
leakage_nw = 1.101
p_clk_share_pct = 34.6
swShare_pct = 19.49
peakVddDrop_v = 0.0003277
power.total_mw = 0.9844
sequentialPowerShare_pct = 55.6
power_density_nw_per_um2 = 381.9

[clock_network]
clock_latency_ns = 0.29
post_cts_resize_count = 0
hold_buffers = 0
cts_root_buf = "clkbuf_8"
numCtsBuffers = 5
cts.sinks = 45
cts_setup_buffers = 0
clockBufferDepth = 2
cts_max_level = 2
path_clk_slew_ns = 0.08
tritoncts = "built"

[timing]
slew_headroom_pct = 63.15
worst_hold_slack_ns = 0.4708
fin_crit_sh_pct = 63.01
hold_violations = 0
fin_crit_ns = 2.205
fin_skew_ns = 0.006625
fmax_mhz = 453.4
final.setup.tns_ns = 0
rsz0062_at_grt = "no"
setup_viol = 0
slew_violations = 0
tightest_slew_ns = 0.5507

[worst_setup_path]
crit_arrival_ns = 2.38
cp.required_ns = 3.68
crit_type = "flop to flop"
r2r_cells = 5
reg2reg_to = "M_WDATA[28]"
startpoint_type = "flop"
regToRegSetupSlack_ns = 1.29
end_kind = "flop"
r2r-start = "count[0]"
cp_max_fo = 17

[floorplan]
die_area_um2 = 4680
coreArea_um2 = 4115
initCoreUtil_pct = 42.87
fp.dieW_um = 68.41
dieHeight_um = 68.41
ios = 71
rows = 23

[layout]
fillCellCount = 325
mi_logic_area_um2 = 580.6
layout-drive-gt1-share_pct = 23.71
design_area_um2 = 2577
final_cells = 244
ff_latch_area_um2 = 1127
syn_to_final_growth_pct = 46.10

[job]
cap_violations = 0
tool_warnings = 27

[global_route]
grt_pass1_wl_um = 5154
gr-total-overflow = 0
grt_pass1_vias = 1198
grt_max_degree = 46
track_usage_pct = 15.35
antenna_found_initial = 0

[place]
place_area_um2 = 2476
hpwlAfterDp_um = 2374
portBuffers = 68
gp_congestion = 0.8460
dp_cells = 236

[status]
outcome = "finished, final reports clean"

[hold_path]
hp-class = "input pin to asynchronous set/reset pin"
[cell type report]
type,count,area share (%)
flip-flops and latches,45,43.74
repair buffers,70,26.80
multi-input cells,67,22.52
clock buffers,7,3.738
well taps,50,2.427
inverters,4,0.5825
clock inverters,1,0.1942
[stage by stage]
step	utilization, %	setup WS, ns
5_1_grt	62.63	1.136
3_5_place_dp	60.17	1.281
4_1_cts	62.63	1.251
3_3_place_gp	60.17	1.355
2_1_floorplan	-	1.880
6_report	62.63	1.295
[state kept, by name, summed over array words and instances, names as in the netlist]
| register | count |
|---|---|
| M_WLAST | 1 |
| M_WVALID | 1 |
| Wstate | 3 |
| count | 8 |
| M_WDATA | 32 |
[worst max-delay path, cell delays in order (launching register included)]
cell,delay (ns)
dfrtp_1,0.41
ha_1,0.26
nand4_2,0.19
o21ai_4,0.51
buf_4,0.35
mux2_2,0.36
[placed cells by master (no fill, tap or decap)]
master and n:
clkdlybuf4s50_1 67, dfrtp_1 44, mux2_2 32, clkbuf_8 7, nor2_1 5, inv_1 4, nand2_1 4, nand3_1 4
o31ai_1 2, o21ai_0 2, a21oi_1 2, xor2_1 2, buf_4 2, dfstp_2 1, nand4_2 1, nand2b_1 1
o211ai_1 1, or3_1 1, xnor2_1 1, and2_1 1, nor3_1 1, a21o_1 1, o21ai_4 1, or4_1 1
nor2b_1 1, o21a_1 1, ha_1 1, conb_1 1, clkinv_2 1, buf_2 1
[power by group through the flow]
stage	logic (mW)	registers (mW)	clock network [mW]
after CTS	0.0993	0.547	0.355
after global routing	0.107	0.549	0.377
final	0.0966	0.547	0.341
[metal layers]
layer	vias to the layer above	GRT usage, %
li1	559	-
met1	572	21.44
met2	43	24.51
met3	8	4.730
met4	0	3.125
met5	-	0
[worst max-delay path by stage]
| stage | from | endpoint | slack [ns] |
|---|---|---|---|
| after global routing | count[0] | M_WDATA[6] | 1.14 |
| final | count[0] | M_WDATA[28] | 1.29 |
| after CTS | count[0] | M_WDATA[6] | 1.25 |
[logic make-up after synthesis]
family	Yosys count	share of synthesized area [%]
compound gates	10	4.185
fa+ha+maj	1	0.7091
buf+inv	8	3.191
xor+xnor	3	1.490
flops	45	63.90
mux	32	20.43
other cells	1	0.2126
simple gates	20	5.887
Power is estimated from default activity; no workload was simulated.
